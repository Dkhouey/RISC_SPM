==> design.v <==
module RISC_SPM (clk, rst, data_bus, address_bus, memory_bus, instruction_bus);
   parameter word_size = 8;
   parameter Sel1_size = 3; 
   parameter Sel2_size = 2;
   input clk, rst;
   output [word_size - 1:0] data_bus, address_bus, memory_bus, instruction_bus;
wire [Sel1_size -1:0] Sel_Bus_1_Mux;
wire [Sel2_size -1:0] Sel_Bus_2_Mux;
wire zero;
wire [word_size -1:0] instruction, address, Bus_1, mem_word;
assign data_bus= Bus_1;
assign address_bus= address;
assign memory_bus= mem_word;
assign instruction_bus= instruction;
wire Load_R0, Load_R1, Load_R2, Load_R3, Load_PC, Inc_PC, Load_IR,
    Load_Add_R, Load_Reg_Y, Load_Reg_Z, write;
Processing_Unit M0_Processor (instruction, address, Bus_1, zero, mem_word,
Load_R0, Load_R1, Load_R2, Load_R3, Load_PC, Inc_PC, Sel_Bus_1_Mux,
Sel_Bus_2_Mux, Load_IR, Load_Add_R, Load_Reg_Y, Load_Reg_Z, clk, rst);
Control_Unit M1_Controller (Sel_Bus_2_Mux, Sel_Bus_1_Mux, Load_R0,
Load_R1, Load_R2, Load_R3, Load_PC, Inc_PC, Load_IR, Load_Add_R,
Load_Reg_Y, Load_Reg_Z, write, instruction, zero, clk, rst);
Memory_Unit M2_MEM (
   .data_out(mem_word),
   .data_in(Bus_1),
   .address(address),
   .clk(clk),
   .write(write)
);
endmodule
module Processing_Unit #(parameter
word_size = 8, op_size = 4, Sel1_size = 3, Sel2_size = 2)(
output [word_size -1:0] instruction, address, Bus_1,
output                  Zflag,
input [word_size -1:0]  mem_word,
input                   Load_R0, Load_R1, Load_R2, Load_R3, Load_PC, Inc_PC,
input [Sel1_size -1:0]  Sel_Bus_1_Mux,
input [Sel2_size -1:0]  Sel_Bus_2_Mux,
input                   Load_IR, Load_Add_R, Load_Reg_Y, Load_Reg_Z,
input                   clk, rst
);
wire [word_size -1:0]   Bus_2;
wire [word_size -1:0]   R0_out, R1_out, R2_out, R3_out;
wire [word_size -1:0]  PC_count, Y_value, alu_out;
wire                   alu_zero_flag;
wire [op_size -1:0]    opcode = instruction [word_size-1: word_size-op_size];
Register_Unit         R0     (R0_out, Bus_2, Load_R0, clk, rst);
Register_Unit         R1     (R1_out, Bus_2, Load_R1, clk, rst);
Register_Unit         R2     (R2_out, Bus_2, Load_R2, clk, rst);
Register_Unit         R3     (R3_out, Bus_2, Load_R3, clk, rst);
Register_Unit         Reg_Y  (Y_value, Bus_2, Load_Reg_Y, clk, rst);
D_flop                Reg_Z  (Zflag, alu_zero_flag, Load_Reg_Z, clk, rst);
Address_Register      Add_R  (address, Bus_2, Load_Add_R, clk, rst);
Instruction_Register  IR     (instruction, Bus_2, Load_IR, clk, rst);
Program_Counter       PC     (PC_count, Bus_2, Load_PC, Inc_PC, clk, rst);
Multiplexer_5ch       Mux_1  (Bus_1, R0_out, R1_out, R2_out, R3_out, PC_count, Sel_Bus_1_Mux);
Multiplexer_3ch       Mux_2  (Bus_2, alu_out, Bus_1, mem_word, Sel_Bus_2_Mux);
Alu_RISC              ALU    (alu_out, alu_zero_flag, Y_value, Bus_1, opcode);
endmodule
module Register_Unit #(parameter word_size = 8)(
output reg [word_size-1:0]  data_out,
input [word_size -1:0]      data_in,
input                       load, clk, rst
);
always @(posedge clk, negedge rst)
begin
if (rst == 1'b0) data_out <= 0; else if (load) data_out <= data_in;
end
endmodule
module D_flop (output reg data_out, input data_in, load, clk, rst);
always @(posedge clk, negedge rst)
begin
if (rst == 1'b0) data_out <= 0; else if (load == 1'b1) data_out <= data_in;
end
endmodule
module Address_Register #(parameter word_size = 8)(
output reg [word_size -1:0] data_out,
input [word_size -1:0]      data_in,
input                       load, clk, rst
);
always @(posedge clk, negedge rst)
begin
if (rst == 1'b0) data_out <= 0; else if (load == 1'b1) data_out <= data_in;
end
endmodule
module Instruction_Register #(parameter word_size = 8)(
output reg [word_size -1:0] data_out,
input [word_size -1:0]      data_in,
input                       load, clk, rst
);
always @(posedge clk, negedge rst)
begin
   if (rst == 1'b0) data_out <= 0; else if (load == 1'b1) data_out <= data_in;
end
endmodule
module Program_Counter #(parameter word_size = 8)(
output reg [word_size -1:0]  count,
input [word_size -1:0]       data_in,
input                        Load_PC, Inc_PC,
input                        clk, rst
);
always @(posedge clk, negedge rst)
begin
   if (rst == 1'b0) count <= 0;
   else if (Load_PC == 1'b1) count <= data_in;
   else if (Inc_PC == 1'b1) count <= count +1;
end
endmodule
module Multiplexer_5ch #(parameter word_size = 8)(
output [word_size -1:0]  mux_out,
input [word_size -1:0]   data_a, data_b, data_c, data_d, data_e,
input [2:0]              sel
);
assign mux_out = (sel == 0)   ? data_a: (sel == 1)
                             ? data_b: (sel == 2)
                             ? data_c: (sel == 3)
                             ? data_d: (sel == 4)
                             ? data_e: 'bx;
endmodule
module Multiplexer_3ch #(parameter word_size = 8)(
output [word_size -1:0]  mux_out,
input [word_size -1:0]   data_a, data_b, data_c,
input [1:0]              sel
);
assign mux_out = (sel == 0) ? data_a: (sel == 1) ? data_b: (sel ==2) ? data_c: 'bx;
endmodule
module Alu_RISC #(parameter word_size = 8,op_size = 4,
NOP  =4'b0000,
ADD  =4'b0001,
SUB  =4'b0010,
AND  =4'b0011,
NOT  =4'b0100,
RD   =4'b0101,
WR   =4'b0110,
BR   =4'b0111,
BRZ  =4'b1000
)
(
output reg [word_size -1:0]  alu_out,
output                       alu_zero_flag,
input [word_size -1:0]       data_1, data_2,
input [op_size -1:0]         sel
);
assign alu_zero_flag = ~|alu_out;
always @(sel, data_1, data_2)
case (sel)
 NOP:      alu_out = 0;
 ADD:      alu_out = data_1 + data_2;  
 SUB:      alu_out = data_2 - data_1;
 AND:      alu_out = data_1 & data_2;
 NOT:      alu_out = ~ data_2;        
 default:  alu_out= 0;
endcase
endmodule
module Control_Unit #(parameter
word_size = 8, op_size = 4, state_size = 4,
src_size = 2, dest_size = 2, Sel1_size = 3, Sel2_size = 2)(
output [Sel2_size -1:0] Sel_Bus_2_Mux,
output [Sel1_size -1:0] Sel_Bus_1_Mux,
output reg Load_R0, Load_R1, Load_R2, Load_R3, Load_PC, Inc_PC,
           Load_IR, Load_Add_R, Load_Reg_Y, Load_Reg_Z, write,
input [word_size -1:0] instruction,
input zero, clk, rst
);
parameter S_idle = 0, S_fet1 = 1, S_fet2 = 2, S_dec = 3,
          S_ex1 = 4, S_rd1 = 5, S_rd2 = 6,
          S_wr1 = 7, S_wr2 = 8, S_br1 = 9, S_br2 = 10, S_halt = 11;
parameter NOP = 0, ADD = 1, SUB = 2, AND = 3, NOT = 4, RD = 5, WR = 6,
          BR = 7, BRZ = 8;
parameter R0 = 0, R1 = 1, R2 = 2, R3 = 3;
reg [state_size -1:0] state, next_state;
reg Sel_ALU, Sel_Bus_1, Sel_Mem;
reg Sel_R0, Sel_R1, Sel_R2, Sel_R3, Sel_PC;
reg err_flag;
wire [op_size -1:0] opcode = instruction [word_size -1: word_size - op_size];
wire [src_size -1:0] src = instruction [src_size + dest_size -1: dest_size];
wire [dest_size -1:0] dest = instruction [dest_size -1:0];
assign Sel_Bus_1_Mux [Sel1_size -1:0] = Sel_R0 ? 0:
                                        Sel_R1 ? 1:
                                        Sel_R2 ? 2:
                                        Sel_R3 ? 3:
                                        Sel_PC ? 4: 3'bx;  
assign Sel_Bus_2_Mux [Sel2_size -1:0] = Sel_ALU ? 0:
                                        Sel_Bus_1 ? 1:
                                        Sel_Mem ? 2: 2'bx;
always @(posedge clk, negedge rst)
begin: State_transitions
 if (rst == 0) state <= S_idle;
 else state <= next_state;
end
always @(state, opcode, src, dest, zero)
begin: Output_and_next_state
 Sel_R0 = 0; Sel_R1 = 0; Sel_R2 = 0; Sel_R3 = 0; Sel_PC = 0;
 Load_R0 = 0; Load_R1 = 0; Load_R2 = 0; Load_R3 =0; Load_PC = 0;
 Load_IR = 0; Load_Add_R = 0; Load_Reg_Y = 0; Load_Reg_Z = 0;
 Inc_PC = 0;
 Sel_Bus_1 = 0;
 Sel_ALU = 0;
 Sel_Mem = 0;
 write = 0;
 err_flag = 0;  
next_state = state;
case (state) S_idle: next_state = S_fet1;
             S_fet1:
                    begin
                        next_state = S_fet2;
                        Sel_PC = 1;
                        Sel_Bus_1 = 1;
                        Load_Add_R = 1;
                    end
             S_fet2:
                    begin
                        next_state = S_dec;
                        Sel_Mem = 1;
                        Load_IR = 1;
                        Inc_PC = 1;
                    end
             S_dec:
case (opcode)
 NOP: next_state = S_fet1;
 ADD, SUB, AND:
               begin
                   next_state = S_ex1;
                   Sel_Bus_1 = 1;
                   Load_Reg_Y = 1;
case (src)
 R0:       Sel_R0 = 1;
 R1:       Sel_R1 = 1;
 R2:       Sel_R2 = 1;
 R3:       Sel_R3 = 1;
 default   err_flag = 1;
 endcase
               end  
NOT:
    begin
        next_state = S_fet1;
        Load_Reg_Z = 1;
        Sel_ALU = 1;
case (src)
  R0:       Sel_R0 = 1;
 R1:       Sel_R1 = 1;
 R2:       Sel_R2 = 1;
 R3:       Sel_R3 = 1;
 default   err_flag = 1;
endcase
case (dest)
 R0:       Load_R0 = 1;
 R1:       Load_R1 = 1;
 R2:       Load_R2 = 1;
 R3:       Load_R3 = 1;
 default   err_flag = 1;
endcase
    end  
RD:
   begin
       next_state = S_rd1;
       Sel_PC = 1; Sel_Bus_1 = 1; Load_Add_R = 1;
   end  
WR:
   begin
       next_state = S_wr1;
       Sel_PC = 1; Sel_Bus_1 = 1; Load_Add_R = 1;
   end  
BR:
   begin
       next_state = S_br1;
       Sel_PC = 1; Sel_Bus_1 = 1; Load_Add_R = 1;
   end  
BRZ: if (zero == 1)
    begin
        next_state = S_br1;
        Sel_PC = 1; Sel_Bus_1 = 1; Load_Add_R = 1;
    end  
   else
       begin
           next_state = S_fet1;
           Inc_PC = 1;
       end
   default: next_state = S_halt;
   endcase  
S_ex1:
      begin
          next_state = S_fet1;
          Load_Reg_Z = 1;
          Sel_ALU = 1;
       case (dest)
           R0: begin Sel_R0 = 1; Load_R0 = 1; end
           R1: begin Sel_R1 = 1; Load_R1 = 1; end
           R2: begin Sel_R2 = 1; Load_R2 = 1; end
           R3: begin Sel_R3 = 1; Load_R3 = 1; end
           default: err_flag = 1;
       endcase
      end
S_rd1:
      begin
          next_state = S_rd2;
          Sel_Mem = 1;
          Load_Add_R = 1;
          Inc_PC = 1;
      end
S_wr1:
      begin
          next_state = S_wr2;
          Sel_Mem = 1;
          Load_Add_R = 1;
          Inc_PC = 1;
      end
S_rd2:
      begin
          next_state = S_fet1;
          Sel_Mem = 1;
       case (dest)
         R0:      Load_R0 = 1;
         R1:      Load_R1 = 1;
         R2:      Load_R2 = 1;
         R3:      Load_R3 = 1;
         default  err_flag = 1;
       endcase
      end
S_wr2:
      begin
          next_state = S_fet1;
          write = 1;
       case (src)
         R0:      Sel_R0 = 1;
         R1:      Sel_R1 = 1;
         R2:      Sel_R2 = 1;
         R3:      Sel_R3 = 1;
         default  err_flag = 1;
       endcase
      end
S_br1:
      begin
          next_state = S_br2; Sel_Mem = 1;
          Load_Add_R = 1;
      end
S_br2:
      begin
          next_state = S_fet1; Sel_Mem = 1;
          Load_PC = 1;
      end
S_halt: next_state = S_halt;
default: next_state = S_idle;
endcase
end
endmodule
module Memory_Unit #(parameter word_size = 8, memory_size = 256)(
output [word_size -1:0] data_out,
input [word_size -1:0] data_in,
input [word_size -1:0] address,
input clk, write  
);
reg [word_size -1:0] memory [memory_size -1:0];
assign data_out = memory [address];
always @(posedge clk)
begin
    if (write) memory [address] <= data_in;
end
endmodule
==> run.sh <==
#!/bin/bash
# OpenROAD 26Q1-2900-gdf79404cd8, Yosys 0.63+post, stock flow scripts
make -C /OpenROAD-flow-scripts/flow DESIGN_CONFIG=/design/flow/config.mk WORK_HOME=/design/flow/orfs finish
==> config.mk <==
export PLATFORM = sky130hd
export DESIGN_NAME = RISC_SPM
export DESIGN_NICKNAME = RISC_SPM
export VERILOG_FILES = /design/flow/design.v
export SDC_FILE = /design/flow/constraint.sdc
export NUM_CORES = 4
export LEC_CHECK = 1
export CORE_UTILIZATION = 50
==> constraint.sdc <==
current_design RISC_SPM

set clk_period 49.1
set clk_io_pct 0.2

create_clock -name clk0 -period $clk_period [get_ports {clk}]

set non_clock_inputs [all_inputs -no_clocks]
set_input_delay [expr $clk_period * $clk_io_pct] -clock clk0 $non_clock_inputs
set_output_delay [expr $clk_period * $clk_io_pct] -clock clk0 [all_outputs]
==> results.txt <==
The synthesis and place-and-route flow finished, so here is a summary.

In this run the clock root is driven by a sky130_fd_sc_hd__clkbuf_16. The leakage component of the power came out at 29.8 nW. Dividing the final minimum period by the clock period gives 0.341. The post-layout total power came out at 7.24 mW. The post-cts hold buffer count is 0. The cell area power density came out at 76.7 mW/mm^2. STA lists the startpoint of the worst hold path as M1_Controller.state[6]. The finished layout holds 6601 standard cells, fillers aside. The mean cell area of the mapped netlist is 21.3 sq um. The synth_stat.txt file lists the number of cells as 3952.

The number of buffers created by CTS is 209. Measured on the finished design, the core utilization comes to 0.565. The worst slew margin relative to its limit came out at 0.194.

The site row count is 150. The number of synthesis warnings is 8. The final number of max-transition violations came out at 0. The worst setup path is launched from a flip-flop. The run finished with clean final reports. According to the floorplan report, the total die area is 0.170 sq mm.

The number of nets with antenna violations after detailed routing is 0. The area fraction of the largest cell type after synthesis is 0.730. The instance tally after logic synthesis came out at 3952. The placer's final routability congestion estimate came out at 0.921. The initial antenna violation count is 3. The worst path arrival time came out at 6.93 ns. The number of warnings in the stage logs is 37. Buffers placed on the I/O ports in this run total 33. The clock passes through at most 3 buffers.

The setup violation total in the final timing report is 0. The maximum clock frequency is 59.7 MHz. The total half-perimeter wirelength after legalization and detailed placement came out at 135 mm.

Post-synth the commonest register cell is sky130_fd_sc_hd__edfxtp_1. The clock tree from TritonCTS is done. The average routed wire per standard cell came out at 33.1 microns. The commonest cells after synthesis are sky130_fd_sc_hd__edfxtp_1, sky130_fd_sc_hd__mux4_2, sky130_fd_sc_hd__nor2_1. The total number of H-tree levels came out at 4. The global-route congestion overflow total came out at 0. The number of global-route vias before repair came out at 44500. The chip area estimate from yosys synthesis came out at 0.0842 sq mm. The global-route usage over all layers is 0.298. The tally of max-capacitance violations came out at 0. The post-synthesis cell type count came out at 93. The placement-stage worst setup slack is 33.14 ns.

Of the synthesized area, sequential elements account for 0.753. Before any placement, the netlist area is recorded as 0.0842 sq mm. The number of iterations in the first detailed-routing pass is 5. For the worst reg-to-reg path, the startpoint reported by OpenROAD is M0_Processor.Add_R.data_out[0].

Setup repair after global routing left no endpoint under its margin. The number of filler instances in the final layout came out at 12200. The later pin in the worst-skew pair is clocked with a latency of 0.85 ns.

The wire length of the first global-routing pass came out at 317 mm. The post-synthesis to final-layout area growth came out at 12.1%. The floorplan step set the die height to 412 microns.

The time the final worst path needs with I/O delays and setup is 16.75 ns. The die width is 412 microns. The maximum fanout along the worst path is 62. For reference, the final report shows the hold violation count at 0.

The final hold slack is 0.383 ns. The tree built by TritonCTS fans out to 2124 sinks. Of all flip-flops after synthesis, the portion carrying an async set or reset was 0.0358. The synthesized design spends more area on one cell type than any other, namely sky130_fd_sc_hd__edfxtp_1. The post-placement cell area is 0.0881 sq mm.

The worst setup path category is reg2out. The number of DRC violations after detailed-routing iteration 0 is 2800. The number of synthesized register bits is 2124. The layout summary lists the proportion of cells stronger than drive strength 1 as 0.270. The number of primary I/O pins is 34.

The cell resize tally after clock tree synthesis is 0. The core region is 0.167 sq mm. The data required time reported for the critical path is 39.28 ns. The maximum number of pins on one net before global-route repair came out at 136.

The most critical min-delay path falls under reg2reg. The post-route clock skew is 0.0440 ns. The most used standard cell by instance count after synthesis is sky130_fd_sc_hd__edfxtp_1.

The via density per instance is 6.20. The count of unresolved DRC violations after routing is 0. The register clock-pin slew on the reported worst setup and hold paths came out at 0.06 ns. The worst setup path is captured at an output port. After layout, the worst setup slack is 32.35 ns. The cell area after layout is 0.0944 sq mm. Per STA, the startpoint of the critical path is M0_Processor.Add_R.data_out[0]. The count of buffers added by post-CTS timing repair for setup came out at 0.

Across all layers, the routed design uses 40900 vias. The worst ir drop on vdd is 0.000107 V. The starting density of the core is 0.504. Wires add up to 219 mm. The slew at the pin with the worst max-slew slack came out at 1.20 ns. The final setup TNS is 0 ns.

The number of synthesized flops with an enable pin is 2048. The cell count after placement came out at 6220. The synthesis report lists the most area-consuming cells as sky130_fd_sc_hd__edfxtp_1, sky130_fd_sc_hd__mux4_2, sky130_fd_sc_hd__dfrtp_1, sky130_fd_sc_hd__nor2_1, sky130_fd_sc_hd__mux2i_1.
-- flip-flops by register name, summed over array words and instances (netlist names) --
register and count:
M0_Processor.Add_R.data_out 8, M0_Processor.IR.data_out 8, M0_Processor.PC.count 8, M0_Processor.R0.data_out 8
M0_Processor.R1.data_out 8, M0_Processor.R2.data_out 8, M0_Processor.R3.data_out 8, M0_Processor.Reg_Y.data_out 8
M0_Processor.Reg_Z.data_out 1, M1_Controller.state 11, M2_MEM.memory 2048
-- path summary, 6_finish.rpt --
check	to	slack [ns]	cells after the start
max in group asynchronous	M0_Processor.Add_R.data_out[2]	39.16	2
min reg2reg	M1_Controller.state[3]	0.38	0
min	M1_Controller.state[3]	0.38	0
min in group asynchronous	M0_Processor.PC.count[1]	8.96	1
max reg2reg	M0_Processor.Add_R.data_out[0]	42.52	11
max	memory_bus[0]	32.35	10
-- per-layer routing --
metal / vias to the layer above / track usage / wire (microns)
met2: 2372 / 0.418 / 103000
met1: 21100 / 0.422 / 73100
met4: 12 / 0.0674 / 6760
met5: - / 0.0150 / 331
met3: 372 / 0.207 / 35200
li1: 17100 / - / -
-- critical path, stage by stage (launching register included) --
cell and delay [ns]:
sky130_fd_sc_hd__dfrtp_4 0.69, sky130_fd_sc_hd__buf_12 0.44, sky130_fd_sc_hd__buf_4 0.66, sky130_fd_sc_hd__buf_4 0.62, sky130_fd_sc_hd__mux4_2 0.57, sky130_fd_sc_hd__mux2i_1 0.14, sky130_fd_sc_hd__o22ai_1 0.32, sky130_fd_sc_hd__nor4_1 0.94
sky130_fd_sc_hd__o311ai_1 0.57, sky130_fd_sc_hd__or3_1 0.56, sky130_fd_sc_hd__clkdlybuf4s50_1 0.43
-- power breakdown --
part / internal [mW] / switching, mW / total (mW)
Combinational: 0.820 / 1.92 / 2.74
Clock: 0.826 / 0.662 / 1.49
Sequential: 2.95 / 0.0624 / 3.01
-- logic make-up (layout without fill, tap and decap cells) --
| family | count (synthesis) | count (layout) | synth area share |
|---|---|---|---|
| buffers and inverters | 257 | 701 | 0.0185 |
| other | 1 | 2 | 0.0000445 |
| muxes | 706 | 706 | 0.171 |
| AOI/OAI and AO/OA | 262 | 262 | 0.0230 |
| xor gates and xnor gates | 9 | 9 | 0.000936 |
| DFF | 2124 | 2124 | 0.753 |
| and+or+nand+nor | 581 | 581 | 0.0314 |
| adders and majority gates | 12 | 12 | 0.00187 |
-- cells in the final DEF (no fill, tap or decap), types with 10 or more instances in the layout --
cell,instances
sky130_fd_sc_hd__nand2b_1,12
sky130_fd_sc_hd__inv_1,13
sky130_fd_sc_hd__and2_1,11
sky130_fd_sc_hd__mux4_2,561
sky130_fd_sc_hd__mux2i_1,95
sky130_fd_sc_hd__clkbuf_16,216
sky130_fd_sc_hd__nor3_1,23
sky130_fd_sc_hd__nand2_1,85
sky130_fd_sc_hd__clkdlybuf4s50_1,32
sky130_fd_sc_hd__a211oi_1,10
sky130_fd_sc_hd__a22o_1,14
sky130_fd_sc_hd__mux4_1,19
sky130_fd_sc_hd__nand3_1,32
sky130_fd_sc_hd__dfrtp_1,69
sky130_fd_sc_hd__clkinv_1,49
sky130_fd_sc_hd__buf_4,259
sky130_fd_sc_hd__a21oi_1,40
sky130_fd_sc_hd__clkinv_2,37
sky130_fd_sc_hd__nand4_1,11
sky130_fd_sc_hd__o31ai_1,11
sky130_fd_sc_hd__clkbuf_1,61
sky130_fd_sc_hd__o22ai_1,23
sky130_fd_sc_hd__or3_1,12
sky130_fd_sc_hd__ha_1,11
sky130_fd_sc_hd__o21ai_0,15
sky130_fd_sc_hd__edfxtp_1,2048
sky130_fd_sc_hd__nor2_1,313
sky130_fd_sc_hd__nor2b_1,12
sky130_fd_sc_hd__o21ai_1,14
sky130_fd_sc_hd__a22oi_1,42
sky130_fd_sc_hd__mux2_2,28
-- layout make-up --
cell class,count,area [sq um],area share
flip-flops and latches,2124,63400,0.672
multi-input cells,1571,19400,0.205
clock buffers,278,5650,0.0598
well taps,2204,2760,0.0292
repair buffers,299,2420,0.0257
clock inverters,102,671,0.00710
inverters,22,120,0.00127
diodes,1,2.50,0.0000265
No activity file was given, so power comes from the tool's default toggle rates.
